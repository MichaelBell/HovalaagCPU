==> run.sh <==
#!/bin/bash
# OpenROAD 26Q1-2900-gdf79404cd8, Yosys 0.63+post, stock flow scripts
make -C /OpenROAD-flow-scripts/flow DESIGN_CONFIG=/design/flow/config.mk WORK_HOME=/design/flow/orfs finish
==> config.mk <==
export PLATFORM = sky130hd
export DESIGN_NAME = Input
export DESIGN_NICKNAME = Input
export VERILOG_FILES = /design/flow/design.v
export SDC_FILE = /design/flow/constraint.sdc
export NUM_CORES = 4
export LEC_CHECK = 1
export CORE_UTILIZATION = 30
export SYNTH_MEMORY_MAX_BITS = 65536
==> constraint.sdc <==
current_design Input

set clk_period 202.2
set clk_io_pct 0.2

create_clock -name clk0 -period $clk_period [get_ports {clk}]

set non_clock_inputs [all_inputs -no_clocks]
set_input_delay [expr $clk_period * $clk_io_pct] -clock clk0 $non_clock_inputs
set_output_delay [expr $clk_period * $clk_io_pct] -clock clk0 [all_outputs]
==> design.v <==
`timescale 1ns / 1ps
module Input(
    input clk,
	 input rst,
    input adv1,
    input adv2,
    output reg [11:0] data1,
    output reg [11:0] data2,
	 input in1_write,
	 input in2_write,
	 input [7:0] addr_in,
	 input [11:0] data_in
    );
	reg [7:0] addr1 = 8'h00;
	reg [7:0] addr2 = 8'h00;
	reg [11:0] input1_array [255:0];
	reg [11:0] input2_array [255:0];
	always @(posedge clk) begin
		if (rst) begin
			addr1 <= 8'h00;
			addr2 <= 8'h00;
		end
		else begin
			data1 <= input1_array[addr1];
			data2 <= input2_array[addr2];
			if (adv1) addr1 <= addr1 + 1'b1;
			if (adv2) addr2 <= addr2 + 1'b1;
		end
	end
	always @(posedge clk) begin
		if (in1_write)
			input1_array[addr_in] <= data_in;
		if (in2_write)
			input2_array[addr_in] <= data_in;
	end
endmodule
==> flow_metrics.rpt <==
==== FLOW RESULTS ====
----------------------------------------------------
[Clocking]
  Root Buffer Master ........................ sky130_fd_sc_hd__clkbuf_16
  Clock Path Buffers ........................ 4
  Latest clock arrival within the worst-skew pair ........................ 1.14 ns
  Reg clk slew, reported paths ........................ 0.07 ns
  Number of resized instances in the post-cts repair step ........................ 0
  Clock net sink count ........................ 6184
  # H-tree levels ........................ 6
  Total clock buffers created by CTS ........................ 577
  Count of hold-fix buffers inserted at cts ........................ 0
  TritonCTS clock tree ........................ yes
  Postcts setup bufs ........................ 0

[Synth]
  Post-synth area from yosys stat ........................ 238000 sq um
  Synthesized area per cell ........................ 21.8 sq um
  Area fraction of the dominant cell type after synthesis ........................ 77.8%
  Most frequent cells after synthesis ........................ sky130_fd_sc_hd__edfxtp_1, sky130_fd_sc_hd__mux4_2, sky130_fd_sc_hd__nor2_1
  Netlist cell types ........................ 73
  Multiplexer area fraction after synthesis ........................ 15.8%
  Post-synthesis share of cell area spent on xor and xnor gates ........................ 0.0441%
  Main kind of combinational logic by area ........................ multiplexers
  Predominant post-synthesis flop cell ........................ sky130_fd_sc_hd__edfxtp_1
  Share of synthesized cell area in full adder, half adder and majority cells ........................ 0.0105%
  Basic-gate share of the synthesized area counting and, or, nand and nor cells ........................ 1.90%
  Tally of yosys warning messages ........................ 1
  Post-synthesis cell area ........................ 238000 sq um
  Number of standard cells after synthesis ........................ 10949
  Count of state elements after synthesis ........................ 6184
  Synth top area cells ........................ sky130_fd_sc_hd__edfxtp_1, sky130_fd_sc_hd__mux4_2, sky130_fd_sc_hd__mux2i_1
  Cell with the most instances after synthesis ........................ sky130_fd_sc_hd__edfxtp_1
  Register share after synthesis ........................ 77.9%
  Cell type with the highest aggregate area in the netlist ........................ sky130_fd_sc_hd__edfxtp_1
  Proportion of synthesized flip-flops having asynchronous set or reset ........................ 0%
  Compound-gate portion of the synthesized area ........................ 2.85%
  Number of cells in Yosys stat ........................ 10949
  Number of enable flip-flop cells ........................ 6168

[Power and ir drop]
  Pwr dens ........................ 9.64 nW/um^2
  VDD IR max ........................ 0.0000106 V
  Leak ........................ 82.8 nW

[Worst setup path]
  Internal reg-to-reg setup slack ........................ 195.18 ns
  Data required time of the worst path ........................ 202.93 ns
  Classification of the worst setup path ........................ in2reg
  Cell breakdown of the critical path ........................ clkdlybuf4s50_1 -> nor2b_1 -> nand3_4 -> buf_4 -> nor2_1
  Worst setup SP type ........................ input port
  Standard cell with the maximum stage delay on the critical path ........................ sky130_fd_sc_hd__clkdlybuf4s50_1
  Type of destination of the critical path ........................ flop
  Endpoint arrival time on the critical path ........................ 44.20 ns
  Largest stage delay, worst path ........................ 0.96 ns
  Critical path fanouts, max ........................ 12

[Placement]
  Quantity of I/O buffers inserted on ports ........................ 49
  GP Congestion ........................ 0.917
  Detailed placer's ending HPWL ........................ 404000 microns

[Final layout]
  Share of layout cells above drive strength 1 ........................ 26.1%
  Finished Core Util ........................ 34.7%
  Area Growth Syn to Fin ........................ 15.1%
  Filler cells ........................ 72182

[Status]
  Status ........................ finished clean

[Floorplanning]
  Height of the die ........................ 893 microns
  Area of the core ........................ 790000 sq um
  Initial cell density of the core ........................ 30.2%
  # rows ........................ 326
  Top-Level Pins ........................ 50
  Chip area ........................ 798000 sq um
  Die span in x ........................ 893 microns

[GRT]
  Pin count of the biggest net entering global routing ........................ 114
  Total overflow reported by the global router ........................ 0
  Overall fraction of global-route tracks in use ........................ 17.8%
  Initial antenna violation count ........................ 33
  Number of global-route vias before repair ........................ 127031
  Global-route wire length before repair ........................ 943000 microns

[STA]
  Final Max Slew Viols ........................ 0
  Final setup violation count ........................ 0
  Unrepaired setup endpoints after global routing ........................ no
  Worst-case headroom to the max-slew limit ........................ 22.6%
  Skew final ........................ 0.0394 ns
  Maximum clock rate ........................ 23.0 MHz
  Aggregate negative setup slack ........................ 0 ns
  Period Utilization, post-route ........................ 21.5%
  Final Hold Fails ........................ 0
  Slew at the pin with the worst max-slew slack ........................ 1.16 ns
  Minimum clock period after layout ........................ 43.47 ns

[Drt]
  Post-DR wirelength/cell ........................ 29.1 microns
  Drc violations ........................ 0
  Detailed Routing Iterations Pass 1 ........................ 5
  Total Routed Length ........................ 663000 microns
  Antenna-violating nets left ........................ 0
  Mean number of vias per cell ........................ 5.09
  DRT iter0 DRCs ........................ 8023
  Total via count after detailed routing ........................ 116083

[Run]
  Number of maximum-capacitance violations ........................ 0
  Total number of warnings across the stage logs ........................ 34

[Worst hold path]
  Worst min-delay path category ........................ reg2reg

----------------------------------------------------
==> routing by layer <==
layer	global-route usage [%]	routed length, microns	vias up
met2	25.6	301000	7626
met3	15.9	130000	1251
met4	5.57	25700	68
met5	2.87	2560	-
li1	-	-	47951
met1	18.7	204000	59187
==> sequential cells by signal, indices dropped and copies added (netlist names) <==
signal	flops
input2_array	3072
input1_array	3072
addr1	8
data2	12
data1	12
addr2	8
==> final timing paths <==
path,from,endpoint,cells after the start
worst max-delay path,addr_in[2],input1_array[71][9],5
worst max register to register,addr2[0],data2[4],12
worst min register to register,addr1[6],addr1[7],3
worst min-delay path,addr1[6],addr1[7],3
==> per-stage QoR <==
stage	cell area [sq um]	setup WS, ns	instances	total power [W]	hold WS, ns
global placement	256000	157.67	21732	0.00161	0.670
floorplan	238000	160.06	10949	0.00153	0.568
global route	274000	158.56	22789	0.00271	0.746
finish	274000	158.73	22808	0.00264	0.720
detailed placement	256000	157.64	21732	0.00161	0.674
CTS	274000	158.80	22770	0.00266	0.695
==> power breakdown <==
part	switching [W]	internal [W]	total, W
Combinational	0.000101	0.0000617	0.000163
Clock	0.000475	0.000588	0.00106
Sequential	0.00000206	0.00141	0.00141
==> cell type report <==
cell class	count	area, sq um	area share (%)
Sequential cell	6184	186000	67.7
Clock buffer	711	15300	5.58
Antenna cell	38	95.1	0.0347
Tap cell	10496	13100	4.79
Inverter	15	75.1	0.0274
Timing Repair Buffer	957	7670	2.80
Clock inverter	327	2870	1.05
Multi-Input combinational cell	4080	49300	18.0
==> cell families (layout without fill, tap and decap cells) <==
| group | after synthesis | after routing |
|---|---|---|
| buffers and inverters | 685 | 2010 |
| XOR/XNOR | 12 | 12 |
| flip-flops | 6184 | 6184 |
| AND/OR/NAND/NOR | 1094 | 1094 |
| multiplexers | 2003 | 2003 |
| other | 0 | 38 |
| AND-OR/OR-AND | 969 | 969 |
| adder cells (fa/ha/maj) | 2 | 2 |
==> layout by cell type, fill, tap and decap left out, types with 24 or more instances in the layout <==
master                            synthesis  layout
sky130_fd_sc_hd__bufinv_16                0      38
sky130_fd_sc_hd__buf_4                   67     884
sky130_fd_sc_hd__o221ai_1               111     111
sky130_fd_sc_hd__mux4_2                1405    1405
sky130_fd_sc_hd__inv_6                    0      27
sky130_fd_sc_hd__mux2i_1                579     579
sky130_fd_sc_hd__clkbuf_16                0     593
sky130_fd_sc_hd__a22oi_1                119     119
sky130_fd_sc_hd__clkdlybuf4s50_1          0      37
sky130_fd_sc_hd__diode_2                  0      38
sky130_fd_sc_hd__o22ai_1                 96      96
sky130_fd_sc_hd__o21ai_0                154     154
sky130_fd_sc_hd__clkbuf_1               286     118
sky130_fd_sc_hd__buf_12                   0      24
sky130_fd_sc_hd__nand3_1                 60      54
sky130_fd_sc_hd__nand2_1                267     258
sky130_fd_sc_hd__nor2_1                 638     634
sky130_fd_sc_hd__a221oi_1               104     104
sky130_fd_sc_hd__clkinv_1                 4     130
sky130_fd_sc_hd__a21oi_1                151     151
sky130_fd_sc_hd__clkinv_2                 0      88
sky130_fd_sc_hd__a211oi_1                53      53
sky130_fd_sc_hd__edfxtp_1              6168    6168
sky130_fd_sc_hd__a31oi_1                 27      27
sky130_fd_sc_hd__o211ai_1                33      33
==> worst max-delay path, delay by kind of cell <==
kind | cells | cell delay (ns)
buffers and inverters | 2 | 1.49
and+or+nand+nor | 3 | 2.15
Power is estimated from default activity; no workload was simulated.
